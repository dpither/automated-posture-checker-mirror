**flow/run.sh**
```bash
#!/bin/bash
# OpenROAD 26Q1-2900-gdf79404cd8, Yosys 0.63+post, stock flow scripts
make -C /OpenROAD-flow-scripts/flow DESIGN_CONFIG=/design/flow/config.mk WORK_HOME=/design/flow/orfs finish
```
**flow/config.mk**
```make
export PLATFORM = sky130hd
export DESIGN_NAME = hexfixed
export DESIGN_NICKNAME = hexfixed
export VERILOG_FILES = /design/flow/design.v
export SDC_FILE = /design/flow/constraint.sdc
export NUM_CORES = 4
export LEC_CHECK = 1
export CORE_UTILIZATION = 40
```
**flow/constraint.sdc**
```tcl
current_design hexfixed

set clk_period 1.8
set clk_io_pct 0.2

create_clock -name clk0 -period $clk_period [get_ports {clk}]

set non_clock_inputs [all_inputs -no_clocks]
set_input_delay [expr $clk_period * $clk_io_pct] -clock clk0 $non_clock_inputs
set_output_delay [expr $clk_period * $clk_io_pct] -clock clk0 [all_outputs]
```
**flow/design.v**
```verilog
module hexfixed(input clk, input reset_n,
                  input address,
                  input read, output reg [31:0] readdata,
                  input write, input [31:0] writedata,
                  output reg [6:0] hex0);
	reg [31:0] mem;
	always @(*)
      case (writedata) 
         32'd0: hex0 = 7'b1000000;
         32'd1: hex0 = 7'b0001000;
         32'd2: hex0 = 7'b0100100;
         32'd3: hex0 = 7'b0110000;
         32'd4: hex0 = 7'b0011001;
         32'd5: hex0 = 7'b0010010;
         32'd6: hex0 = 7'b0000010;
         32'd7: hex0 = 7'b1111000;
         32'd8: hex0 = 7'b0000000;
         32'd9: hex0 = 7'b0010000;
         32'd10: hex0 = 7'b1000000;
         32'd11: hex0 = 7'b1100001;
         32'd12: hex0 = 7'b0011000;
         32'd13: hex0 = 7'b0001001;
         default: hex0 = 7'b1111111; 
      endcase
	always @(posedge clk)
	begin
		if (write)
			mem <= writedata;
		readdata <= mem;
	end
endmodule
```
==> results.toml <==
# yosys + openroad results
[outcome]
outcome = "finished, violations left"
violations = "negative setup slack"

[power_and_ir_drop]
power.density_mw_per_mm2 = 969
finalPower_w = 0.00296
leakage_nw = 1.18
irDropWorstVdd_mv = 0.587

[final_timing]
rsz0062_at_grt = "true"
setup_violations = 2
fin_skew_ns = 0.00625
slew_violations = 0
tightest_slew_ns = 0.261
final.period_utilization_pct = 101
fmax_mhz = 553
period_minus_slack_ns = 1.81
slew_headroom_pct = 82.5
hold_viol = 0
fin_ws_ns = -0.00991
timing.hold.ws_ns = 0.218

[floorplan]
num_rows = 24
io-pin-count = 76
fp.dieW_um = 71.5
die_area_mm2 = 0.00511
die_y_um = 71.5
core_mm2 = 0.00450
initial_utilization_pct = 42.9

[logic_synthesis]
top_logic_kind = "simple AND/OR/NAND/NOR gates"
synth_cell_types = 25
yosys.area_share.simple_pct = 6.35
compound_area_share_pct = 3.69
yosys_cells = 110
ys_ff = 64
syn-cell-area_mm2 = 0.00193
syn_area_per_cell_um2 = 17.6
syn-instance-count = 110
xor_area_share_pct = 0.454
fa_ha_area_share_pct = 3.89
ys.warnings.count = 1
synth_seq_share_pct = 83.0
ys_area_mm2 = 0.00193
muxShareOfSynthArea_pct = 1.10

[finish]
final_cell_area_mm2 = 0.00305
syn_to_final_growth_pct = 58.1
fill_cells = 317
drive_gt1_share_pct = 41.0
regArea_mm2 = 0.00160
utilization_pct = 67.8
mi_logic_area_um2 = 443
fin_cells = 262

[critical_path]
critPathArrivalTime_ns = 1.45
worst_setup_path_start_kind = "primary input"
endpoint_kind = "output port"
required_ns = 1.44
cp_max_fo = 6
crit_type = "in2out"

[clock_network]
cts-root-buf = "clkbuf_8"
clkTransAtPathRegs_ns = 0.07
clock_path_buffers = 2
cts_tree = "yes"
cts_hold_buf = 0
h-tree-depth = 3
clk_latency_ns = 0.33
cts_buffers = 9
clock-sinks = 64

[global_route]
grt_pass1_vias = 1175
use_met3_pct = 4.28
use_met1_pct = 25.8
globalRouteMet2Util_pct = 22.4
busiest_layer = "met1"
grt_overflow = 0
antenna_found_initial = 0
grt.total_usage_pct = 15.4
grt_max_degree = 33
grt_pass1_wl_um = 5700

[place]
dp.cells = 239
place_congestion = 0.831
io_buffers = 72
dp_hpwl_um = 2380
place_area_mm2 = 0.00279

[route]
drt-vias-per-instance = 4.73
antenna_left = 0
firstDrtPassIters = 4
vias = 1238
wl_per_cell_um = 13.9
drt_iter0_markers = 52
antenna_cells = 0
drc = 0
routed_wl_um = 3640

[run]
warnings = 35
drv_cap = 0

[min_path]
hp-class = "in2reg"
## per-stage QoR
stage | TNS (ns) | worst slack, ns
finish | -0.0140 | -0.00991
floorplan | 0 | 0.397
global placement | -5.07 | -0.747
detailed placement | -4.90 | -0.731
global route | -0.152 | -0.0596
CTS | -0.0282 | -0.0168
## registers in the layout, indices dropped and copies added (netlist names)
name and flops:
mem 32, readdata 32
## synthesized netlist by cell type, drive strengths merged
| master | n | area, um^2 |
|---|---|---|
| a211oi | 1 | 7.51 |
| a21bo | 1 | 10.0 |
| a22oi | 1 | 7.51 |
| a31oi | 1 | 6.26 |
| and3 | 1 | 6.26 |
| and4 | 1 | 8.76 |
| buf | 4 | 22.5 |
| dfxtp | 32 | 641 |
| edfxtp | 32 | 961 |
| ha | 6 | 75.1 |
| inv | 2 | 7.51 |
| mux2 | 1 | 11.3 |
| mux2i | 1 | 10.0 |
| nand2 | 4 | 15.0 |
| nand2b | 1 | 6.26 |
| nand3 | 5 | 25.0 |
| nor2 | 1 | 3.75 |
| nor2b | 1 | 6.26 |
| nor3b | 1 | 7.51 |
| nor4 | 7 | 43.8 |
| o2111ai | 2 | 17.5 |
| o211ai | 2 | 15.0 |
| o31ai | 1 | 7.51 |
| xor2 | 1 | 8.76 |
## placed cells by master, fill, tap and decap left out, types with 2 or more instances in the layout
cell             count
buf_12               3
buf_2               18
buf_4                9
buf_6                8
clkbuf_2             8
clkbuf_8             9
clkdlybuf4s15_1      2
clkdlybuf4s15_2      2
clkdlybuf4s50_1     33
clkinv_2             3
clkinvlp_4           2
dfxtp_1             32
dlygate4sd2_1        5
edfxtp_1            32
ha_1                 5
inv_2                2
nand2_1              4
nand3_2              4
nor4_2               3
nor4_4               4
o2111ai_2            2
o211ai_1             2
## routing by layer
metal	wire length, um	part of all wire [%]
met1	1710	47
met4	57	1.6
met2	1600	44
met5	0	0
met3	265	7.3
## cell type report
| type | count | share of cell area, % |
|---|---|---|
| clock buffers | 9 | 4.06 |
| inverters | 2 | 0.246 |
| multi-input cells | 40 | 14.5 |
| clock inverters | 7 | 1.56 |
| repair buffers | 88 | 25.0 |
| flip-flops and latches | 64 | 52.5 |
| well taps | 52 | 2.13 |
## what timing repair did
item / 4_1_cts / 5_1_grt
cloned: 0 / 0
gates resized: 145 / 14
pin swaps: 14 / 8
endpoints found under the setup margin: 7 / 7
hold endpoints to repair: 0 / 0
buffers inserted: 6 / 1
## critical path: stages
cell	delay, ns
buf_6	0.10
nor4_4	0.26
buf_4	0.14
and4_4	0.28
buf_6	0.11
o2111ai_2	0.07
buf_2	0.12
## path summary, 6_finish.rpt
path / start / endpoint / slack [ns] / cells after the start
worst max-delay path: writedata[13] / hex0[5] / -0.01 / 7
worst min-delay path: writedata[31] / mem[31]$_DFFE_PP_ / 0.22 / 1
worst max register to register: mem[17]$_DFFE_PP_ / readdata[17]$_DFF_P_ / 1.31 / 0
worst min register to register: mem[1]$_DFFE_PP_ / readdata[1]$_DFF_P_ / 0.34 / 0
## cell families after synthesis
family,Yosys count
and+or+nand+nor,22
adders and majority gates,6
DFF,64
xor gates and xnor gates,1
buffers and inverters,6
AOI/OAI and AO/OA,9
muxes,2
## where the power goes
group / internal, W / total (W) / switching (W)
logic: 0.000166 / 0.000255 / 0.0000894
clock network: 0.000497 / 0.00103 / 0.000529
registers: 0.00165 / 0.00168 / 0.0000258
total: 0.00231 / 0.00296 / 0.000645
Power is estimated from default activity; no workload was simulated.
