`/design/flow/design.v`:
```
module reg32_avalon(input logic clk, input logic reset_n, input logic [31:0] writedata, 
    output logic [31:0] readdata, input logic write, input logic read, input logic [3:0] byteenable, input logic chipselect, 
    output logic [31:0] Q_export);
    wire [3:0] local_byteenable;
    wire [31:0] to_reg, from_reg;
    assign to_reg = writedata;
    assign local_byteenable = (chipselect & write) ? byteenable : 4'd0;
    always_ff @(posedge clk) begin
        if (!reset_n)
            from_reg <= 32'b0;
        else begin
            if (local_byteenable[0]) from_reg[7:0] <= to_reg[7:0];
            if (local_byteenable[1]) from_reg[15:8] <= to_reg[15:8];
            if (local_byteenable[2]) from_reg[23:16] <= to_reg[23:16];
            if (local_byteenable[3]) from_reg[31:24] <= to_reg[31:24];
        end
    end
    assign readdata = from_reg;
    assign Q_export = from_reg;
endmodule
```
`/design/flow/run.sh`:
```
#!/bin/bash
# OpenROAD 26Q1-2900-gdf79404cd8, Yosys 0.63+post, stock flow scripts
make -C /OpenROAD-flow-scripts/flow DESIGN_CONFIG=/design/flow/config.mk WORK_HOME=/design/flow/orfs finish
```
`/design/flow/config.mk`:
```
export PLATFORM = sky130hd
export DESIGN_NAME = reg32_avalon
export DESIGN_NICKNAME = reg32_avalon
export VERILOG_FILES = /design/flow/design.v
export SDC_FILE = /design/flow/constraint.sdc
export NUM_CORES = 4
export LEC_CHECK = 1
export CORE_AREA = 10 10 100 100
export DIE_AREA = 0 0 110 110
```
`/design/flow/constraint.sdc`:
```
current_design reg32_avalon

set clk_period 2.1
set clk_io_pct 0.2

create_clock -name clk0 -period $clk_period [get_ports {clk}]

set non_clock_inputs [all_inputs -no_clocks]
set_input_delay [expr $clk_period * $clk_io_pct] -clock clk0 $non_clock_inputs
set_output_delay [expr $clk_period * $clk_io_pct] -clock clk0 [all_outputs]
```
==> run_results.csv <==
group,metric,value,unit
floorplan,io_pins,105,
placed_design,place_congestion,0.7305,
pwr,power_density,540.2,mW/mm^2
timing,drv_slew,0,
timing,finalHoldViolCount,0,
pwr,p_leak,0.0009102,uW
min_path,min_path_type,"reg -> reg",
route,initialDrtViolationCount,31,
placed_design,io_buffer_count,103,
grt,antenna_found_initial,0,
timing,tns,0,ps
synthesis,ys.flops,32,
cells_and_area,lay_top_cells,"clkdlybuf4s50_1 (102), nand2_1 (64), mux2i_1 (32), dfxtp_1 (32), clkbuf_8 (6)",
grt,grt_pass1_vias,1206,
floorplan,die_w,110,um
placed_design,dp.final_hpwl,3.462,mm
cells_and_area,largest_reg_flops,32,
placed_design,dp.cells,340,
grt,grt_overflow,0,
clock_network,clock_sinks,32,
clock_network,postCtsHoldBufs,0,
synthesis,yosys_warnings,6,
min_path,min-delay-start,"from_reg[19]",
floorplan,rows,32,
synthesis,yosysCellCount,175,
clock_network,clk-insertion-delay-late,280,ps
timing,setup_viol_count_final,0,
critical_path,critPathLaunchType,"flip-flop",
timing,layout_setup_ws,548.5,ps
clock_network,numCtsBuffers,5,
synthesis,synth_area,0.001568,sq mm
clock_network,cts-root-buf,"clkbuf_8",
cells_and_area,final_common_cell,"clkdlybuf4s50_1",
cells_and_area,areaGrowthSynthToFinish,59.78,%
floorplan,core-area,0.007807,sq mm
floorplan,initCoreUtil,20.08,%
status,run_status,"finished clean",
timing,worst_pin_slew,533.2,ps
clock_network,cts-resized-gates,0,
floorplan,fp.dieArea,0.01210,sq mm
route,via_per_inst,3.601,
route,first_pass_iters,4,
critical_path,cp_num_buf_inv,1,
clock_network,cts_buffer_depth,2,
route,antenna-diode-count,0,
synthesis,ys_types,7,
route,drtAntennaViolNets,0,
critical_path,startpoint,"from_reg[31]",
cells_and_area,fillCellCount,815,
critical_path,cp_max_fo,3,
grt,grt_pass1_wl,6.465,mm
timing,fin_crit_sh,73.88,%
critical_path,slowest_delay,490,ps
timing,slew_headroom,64.45,%
timing,fmax,644.5,MHz
critical_path,cp.required,1680,ps
clock_network,post_cts_buffers,0,
cells_and_area,final_layout_size_suffix_gt1_share,4.065,%
synthesis,yosysChipArea,0.001568,sq mm
critical_path,cp_top_family,"buffers and inverters",
critical_path,endpoint_kind,"output pin",
grt,grt_max_degree,37,
clock_network,htreeDepth,2,
critical_path,critPathSlowestCell,"clkdlybuf4s50_1",
critical_path,arrival,1130,ps
grt,grt_util_all_layers,6.771,%
synthesis,syn_inst,175,
timing,skew,0,ps
route,drc_errors,0,
run,tool_warnings,26,
timing,rsz0062_at_grt,"false",
route,vias,1253,
floorplan,die_h,110,um
route,routedWlPerCell,12.96,um
timing,finalCriticalPeriod,1552,ps
cells_and_area,fin_cells,348,
critical_path,path_cells,"clkdlybuf4s50_1",
run,drv_cap,0,
pwr,peakVddDrop,234.5,uV
clock_network,cts_tree,"yes",
clock_network,path_clk_slew,70,ps
synthesis,syn_area_per_cell,8.959,sq um
route,wl,4.511,mm
synthesis,ys_seq_share,40.86,%
critical_path,worstSetupPathType,"reg -> out",
placed_design,dp_slack,368.7,ps
critical_path,rr_startpoint,"from_reg[31]",
==> power breakdown <==
part | switching (uW) | leakage [uW] | total [uW] | internal, uW
Sequential | 15.7 | 0.000260 | 644 | 629
Clock | 223 | 0.0000455 | 490 | 267
Combinational | 61.1 | 0.000605 | 219 | 158
==> worst paths after layout <==
| check | slack [ps] | cells past startpoint | endpoint |
|---|---|---|---|
| worst max-delay path | 550 | 1 | readdata[31] |
| worst min-delay path | 470 | 2 | from_reg[19] |
| worst max register to register | 1470 | 2 | from_reg[31] |
| worst min register to register | 470 | 2 | from_reg[19] |
==> cells in the mapped netlist <==
cell type   n  share of area [%]
and3_1      4                1.6
buf_4      37                 18
buf_6       5                3.6
clkbuf_4    1               0.48
dfxtp_1    32                 41
mux2i_1    32                 20
nand2_1    64                 15
==> layer usage <==
metal / wire length, um / global-route usage, % / up-vias
met5: 0 / 0 / -
met4: 81 / 1.115 / 0
met3: 467 / 2.468 / 5
met2: 2124 / 11.47 / 56
met1: 1837 / 8.205 / 530
li1: - / - / 662
==> area by class of cell <==
| type | instances | area [sq um] | area share (%) |
|---|---|---|---|
| clock buffer | 8 | 90.09 | 3.596 |
| timing repair buffer | 106 | 1061 | 42.36 |
| sequential | 32 | 640.6 | 25.57 |
| multi-input combinational | 100 | 585.6 | 23.38 |
| tap | 102 | 127.6 | 5.095 |
==> worst register-to-register path, cell delays in order (launching register included) <==
cell and delay [ps]:
dfxtp_1 370, nand2_1 70, mux2i_1 130
==> per-stage QoR <==
stage,cell area [sq um],power (uW),hold slack (ps),util [%]
2_1_floorplan,1568,748.0,435.1,-
3_3_place_gp,2415,879.1,456.5,30.93
3_5_place_dp,2415,880.8,461.6,30.93
4_1_cts,2505,1393,474.6,32.08
5_1_grt,2505,1432,489.8,32.08
6_report,2505,1353,467.7,32.08
==> cell families after synthesis <==
logic type / after synthesis / share of synthesized area, %
and+or+nand+nor: 68 / 16.92
buffers and inverters: 43 / 21.79
muxes: 32 / 20.43
DFF: 32 / 40.86
No activity file was given, so power comes from the tool's default toggle rates.
